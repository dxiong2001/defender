$ cat ./design.v
`timescale 1ns / 1ps
module player(
	input wire dclk,
	input wire clr,
	input wire clk_1,
	input wire clk_2,
	input wire clk_3,
	input wire clk_4,
	input wire left,
	input wire right,
	input wire [3:0] KeypadInput,
	input wire shoot,
	input wire play,
	input wire collide,
	input wire collide2,
	input wire [45:0]enemy1_projectiles_x,
	input wire [44:0]enemy1_projectiles_y,
	input wire [9:0] enemy1_x,
	input wire [9:0] enemy1_y,
	input wire [45:0]enemy2_projectiles_x,
	input wire [44:0]enemy2_projectiles_y,
	input wire [9:0] enemy2_x,
	input wire [9:0] enemy2_y,
	input wire [9:0] enemy3_projectiles_x,
	input wire [9:0] enemy3_projectiles_y,
	output reg [9:0] projectiles_x,
	output reg [9:0] projectiles_y,
	output reg [4:0] destroy1,
	output reg [4:0] destroy2,
	output reg [4:0] destroy3,
	output reg [9:0] player_x,
	output reg [9:0] player_y,
	output reg gameover,
	output reg [2:0] lives
    );
reg [5:0]count = 0;
reg np = 1;
always @(posedge clk_4) 
	if(play == 0 || np) begin
		if(play==0)
			np <= 0;
		count <= 0;
		lives <= 5;
		gameover <= 0;
		player_x <= 320;
		player_y <= 420;
		destroy1 <= 0;
		destroy2 <= 0;
		destroy3 <= 0;
		projectiles_x <= 0;
		projectiles_y <= 470;
	end
	else begin
		if (clr) 
		begin	
			count <= 0;
			player_x <= 320;
			player_y <= 420;
			projectiles_x <= 0;
			projectiles_y <= 470;
		end
		else if (left)
		begin
			if(player_x > 90)
				player_x <= player_x - 1'b1;
		end
		else if (right)
		begin
			if(player_x < 550)
				player_x <= player_x + 1'b1;
		end
		if(shoot) begin
			if(projectiles_y>player_y) begin
				projectiles_x<=player_x;
				projectiles_y<=player_y;
			end
		end
		if(collide == 1 || collide2 == 1 ) begin
			projectiles_y <= 470;
			projectiles_x <= 0;
		end
			if(projectiles_y <= player_y && collide == 0) begin
				projectiles_y <= projectiles_y - 2;
				if(projectiles_y <= 0) begin
					projectiles_y <= 470;
					projectiles_x <= 0;
				end
			end
		if(destroy1 != 0) begin
			destroy1 <= 0;
			lives <= lives -1;
		end
		if(destroy2 != 0) begin
			destroy2 <= 0;
			lives <= lives -1;
		end
		if(destroy3 != 0) begin
			destroy3 <= 0;
			lives <= lives -1;
		end
		if(destroy1 == 0 && destroy2 == 0 && destroy3 == 0) begin
			if(((player_y -enemy1_projectiles_y[8:0]  < 20) && (enemy1_projectiles_y[8:0] < player_y)) && 
			((enemy1_projectiles_x[8:0]-5 < (player_x+10))
			&&(enemy1_projectiles_x[8:0]+5 > player_x-10)) && ((enemy1_projectiles_x[8:0]+5 > player_x-10)
			&&(enemy1_projectiles_x[8:0]-5 < player_x+10)) 
			)begin
				destroy1[0] <= 1;
			end
			if(((player_y -enemy1_projectiles_y[17:9] < 20) && (enemy1_projectiles_y[17:9] < player_y)) && 
			((enemy1_projectiles_x[17:9]-5 < (player_x+10))
			&&(enemy1_projectiles_x[17:9]+5 > player_x-10)) && ((enemy1_projectiles_x[17:9]+5 > player_x-10)
			&&(enemy1_projectiles_x[17:9]-5 < player_x+10)) 
			)begin
				destroy1[1] <= 1;
			end
			if(((player_y - enemy1_projectiles_y[26:18] < 20) && (enemy1_projectiles_y[26:18] < player_y)) && 
			((enemy1_projectiles_x[26:18]-5 < (player_x+10))
			&&(enemy1_projectiles_x[26:18]+5 > player_x-10)) && ((enemy1_projectiles_x[26:18]+5 > player_x-10)
			&&(enemy1_projectiles_x[26:18]-5 < player_x+10)) 
			)begin
				destroy1[2] <= 1;
			end
			if(((player_y -enemy1_projectiles_y[35:27] < 20) && (enemy1_projectiles_y[35:27] < player_y)) && 
			((enemy1_projectiles_x[35:27]-5 < (player_x+10))
			&&(enemy1_projectiles_x[35:27]+5 > player_x-10)) && ((enemy1_projectiles_x[35:27]+5 > player_x-10)
			&&(enemy1_projectiles_x[35:27]-5 < player_x+10)) 
			)begin
				destroy1[3] <= 1;
			end
			if(((player_y -enemy1_projectiles_y[44:36] < 20) && (enemy1_projectiles_y[44:36] < player_y)) && 
			((enemy1_projectiles_x[45:36]-5 < (player_x+10))
			&&(enemy1_projectiles_x[45:36]+5 > player_x-10)) && ((enemy1_projectiles_x[45:36]+5 > player_x-10)
			&&(enemy1_projectiles_x[45:36]-5 < player_x+10)) 
			)begin
				destroy1[4] <= 1;
			end
			if(((player_y -enemy2_projectiles_y[8:0]  < 20) && (enemy2_projectiles_y[8:0] < player_y)) && 
			((enemy2_projectiles_x[8:0]-5 < (player_x+10))
			&&(enemy2_projectiles_x[8:0]+5 > player_x-10)) && ((enemy2_projectiles_x[8:0]+5 > player_x-10)
			&&(enemy2_projectiles_x[8:0]-5 < player_x+10)) 
			)begin
				destroy2[0] <= 1;
			end
			if(((player_y -enemy2_projectiles_y[17:9] < 20) && (enemy2_projectiles_y[17:9] < player_y)) && 
			((enemy2_projectiles_x[17:9]-5 < (player_x+10))
			&&(enemy2_projectiles_x[17:9]+5 > player_x-10)) && ((enemy2_projectiles_x[17:9]+5 > player_x-10)
			&&(enemy2_projectiles_x[17:9]-5 < player_x+10)) 
			)begin
				destroy2[1] <= 1;
			end
			if(((player_y - enemy2_projectiles_y[26:18] < 20) && (enemy2_projectiles_y[26:18] < player_y)) && 
			((enemy2_projectiles_x[26:18]-5 < (player_x+10))
			&&(enemy2_projectiles_x[26:18]+5 > player_x-10)) && ((enemy2_projectiles_x[26:18]+5 > player_x-10)
			&&(enemy2_projectiles_x[26:18]-5 < player_x+10)) 
			)begin
				destroy2[2] <= 1;
			end
			if(((player_y -enemy2_projectiles_y[35:27] < 20) && (enemy2_projectiles_y[35:27] < player_y)) && 
			((enemy2_projectiles_x[35:27]-5 < (player_x+10))
			&&(enemy2_projectiles_x[35:27]+5 > player_x-10)) && ((enemy2_projectiles_x[35:27]+5 > player_x-10)
			&&(enemy2_projectiles_x[35:27]-5 < player_x+10)) 
			)begin
				destroy2[3] <= 1;
			end
			if(((player_y -enemy2_projectiles_y[44:36] < 20) && (enemy2_projectiles_y[44:36] < player_y)) && 
			((enemy2_projectiles_x[45:36]-5 < (player_x+10))
			&&(enemy2_projectiles_x[45:36]+5 > player_x-10)) && ((enemy2_projectiles_x[45:36]+5 > player_x-10)
			&&(enemy2_projectiles_x[45:36]-5 < player_x+10)) 
			)begin
				destroy2[4] <= 1;
			end
			if(((player_y -enemy3_projectiles_y < 20) && (enemy3_projectiles_y < player_y)) && 
			((enemy3_projectiles_x-5 < (player_x+10))
			&&(enemy3_projectiles_x+5 > player_x-10)) && ((enemy3_projectiles_x+5 > player_x-10)
			&&(enemy3_projectiles_x-5 < player_x+10)) 
			)begin
				destroy3 <= 1;
			end
		end
		if(lives <= 0) begin
			gameover <= 1;
		end
end
endmodule
$ cat ./run.sh
#!/bin/bash
# OpenROAD 26Q1-2900-gdf79404cd8, Yosys 0.63+post, stock flow scripts
make -C /OpenROAD-flow-scripts/flow DESIGN_CONFIG=/design/flow/config.mk WORK_HOME=/design/flow/orfs finish
$ cat ./config.mk
export PLATFORM = sky130hd
export DESIGN_NAME = player
export DESIGN_NICKNAME = player
export VERILOG_FILES = /design/flow/design.v
export SDC_FILE = /design/flow/constraint.sdc
export NUM_CORES = 4
export LEC_CHECK = 1
export CORE_UTILIZATION = 40
$ cat ./constraint.sdc
current_design player

set clk_period 5.3
set clk_io_pct 0.2

create_clock -name clk0 -period $clk_period [get_ports {clk_4}]

set non_clock_inputs [all_inputs -no_clocks]
set_input_delay [expr $clk_period * $clk_io_pct] -clock clk0 $non_clock_inputs
set_output_delay [expr $clk_period * $clk_io_pct] -clock clk0 [all_outputs]
==> flow_metrics.env <==
# source this file to load flow results
export IMPL_cp_arrival_ps=3830
export IMPL_path_clk_slew_ps=80
export IMPL_critPathCaptureType="flop"
export IMPL_wl_mm=33.4
export IMPL_cap_viol_max_count=0
export IMPL_status="finished, final reports clean"
export IMPL_critical_path_required_ps=5490
export IMPL_antenna_found_initial=4
export IMPL_top_logic_kind="adder cells"
export IMPL_skew_ps=8.89
export IMPL_place_hpwl_mm=26.7
export IMPL_grt_use_total_pct=24.6
export IMPL_fa_ha_area_share_pct=27.1
export IMPL_cts_tree="done"
export IMPL_setup_violations=0
export IMPL_overflow=0
export IMPL_hold_violations=0
export IMPL_fin_setup_tns_ps=0
export IMPL_critPathLaunchType="input pin"
export IMPL_slew_violations=0
export IMPL_ys_cells=1419
export IMPL_mux_share_pct=0.187
export IMPL_rsz0062_at_grt="false"
export IMPL_die_y_um=166
export IMPL_hold_buffers=0
export IMPL_place_congestion=0.934
export IMPL_via_per_inst=5.46
export IMPL_hold_path_class="flop to flop"
export IMPL_drc_errors=0
export IMPL_dp_slack_ps=1340
export IMPL_cts_sinks=50
export IMPL_setup_ws_ps=1660
export IMPL_drive_above_1_share_pct=4.12
export IMPL_async_reset_ff_share_pct=0
export IMPL_period_minus_slack_ps=3640
export IMPL_die_size_x_um=166
export IMPL_yosys_area_um2=10700
export IMPL_synthAoiAreaFrac_pct=21.0
export IMPL_yosysUniqueCellTypes=78
export IMPL_warning_count=85
export IMPL_crit_fanout=9
export IMPL_numCtsBuffers=5
export IMPL_synth_warnings=1
export IMPL_area_growth_synth_to_final_pct=29.5
export IMPL_grt_pass1_vias=10100
export IMPL_ys_seq_elements=50
export IMPL_tightest_slew_ps=849
export IMPL_clock_fmax_mhz=274
export IMPL_fill_cells=2471
export IMPL_ant_nets=0
export IMPL_period_used_pct=68.8
export IMPL_p_leak_uw=0.00595
export IMPL_simple_gate_area_share_pct=21.3
export IMPL_synth_top_cell_area_share_pct=25.9
export IMPL_cts_resized=0
export IMPL_clk_latency_ps=310
export IMPL_critPathKind="input pin to flop"
export IMPL_max_vdd_ir_drop_v=0.000119
export IMPL_clock_path_buffers=2
export IMPL_power_density_nw_per_um2=127
export IMPL_ioPinCount=317
export IMPL_netlist_top_cells_area="ha_1 (26%), dfxtp_1 (9.2%), xnor2_1 (8.1%)"
export IMPL_fp_util_pct=40.9
export IMPL_syn_avg_cell_area_um2=7.55
export IMPL_synth_area_leader_cell="ha_1"
export IMPL_chipArea_um2=27500
export IMPL_io_buffers=258
export IMPL_grt_pass1_wl_mm=53.4
export IMPL_yosys_most_used_dff="dfxtp_1"
export IMPL_worstHoldPathCells=2
export IMPL_drt_iter0_markers=651
export IMPL_cts_htree_levels=2
export IMPL_synthCells=1419
export IMPL_core_area_um2=26200
export IMPL_avgRoutedWirePerCell_um=16.8
export IMPL_firstDrtPassIters=25
export IMPL_grt_max_degree=27
export IMPL_edf_count=1
export IMPL_r2r_cells=10
export IMPL_num_vias=10900
export IMPL_cts_root_buf="clkbuf_16"
export IMPL_row_count=59
export IMPL_ys_sh_xor_pct=15.4
export IMPL_postSynthSeqShare_pct=9.43
export IMPL_synthesis_area_um2=10700
export IMPL_postCtsSetupBuffers=0
export IMPL_relSlewSlack_pct=43.2
-- synth_stat cells, types with 5 or more instances --
cell type,count
and3_1,10
nor4_1,25
xor2_1,90
o2111ai_1,17
maj3_2,5
a21o_1,20
inv_1,65
nand2b_1,9
buf_4,10
clkbuf_1,51
o21a_1,38
or3_1,11
or4_1,5
nor2_1,142
maj3_1,5
a211o_1,5
ha_1,222
a31oi_1,17
nand3_1,29
dfxtp_1,49
nand2_1,99
nor3_1,41
a21oi_1,83
xnor2_1,99
o41ai_1,11
o21ai_0,82
nor3b_1,6
o211ai_1,16
nor2b_1,32
a211oi_1,7
nand4_1,30
-- report_power, final --
group          switching (µW)  leakage (µW)  internal, µW
Sequential               15.0      0.000408           384
Clock                     186     0.0000759           181
Combinational             502       0.00547           497
Total                     703       0.00595          1060
-- registers in the layout (all words and copies together) (netlist names) --
signal	flops
lives	3
destroy1	5
projectiles_y	10
np	1
gameover	1
destroy3	5
projectiles_x	10
player_x	10
destroy2	5
-- critical path, cell delays in order --
cell	delay, ps
clkdlybuf4s50_1	570
a21oi_1	370
nor2_1	110
xor2_1	160
ha_1	290
a21oi_1	190
a21oi_1	90
o21a_1	210
o41ai_1	420
maj3_2	300
a221oi_2	50
-- routing by layer --
layer	up-vias	GRT usage [%]	wire length, µm
met3	29	2.75	2060
li1	5587	-	-
met4	2	3.86	512
met2	271	40.2	15100
met5	-	0	13
met1	4962	35.7	15700
-- layout make-up --
cell class	instances	area, µm²	share of cell area, %
multi-input cells	1244	9280	66.8
diodes	3	7.51	0.0541
clock inverters	3	28.8	0.207
flip-flops and latches	50	1010	7.28
inverters	66	248	1.78
clock buffers	5	125	0.901
well taps	335	419	3.02
repair buffers	283	2770	19.9
-- cells in the final DEF, fill, tap and decap left out, types with 15 or more instances in the layout --
master	Yosys	final
clkdlybuf4s50_1	0	258
ha_1	222	222
nor2_1	142	142
nand2_1	99	99
xor2_1	90	88
xnor2_1	99	88
a21oi_1	83	83
o21ai_0	82	81
inv_1	65	65
dfxtp_1	49	49
nor3_1	41	40
o21a_1	38	38
nor2b_1	32	32
nand4_1	30	30
nand3_1	29	29
nor4_1	25	25
buf_4	10	25
a21o_1	20	20
o2111ai_1	17	17
a31oi_1	17	17
o211ai_1	16	16
conb_1	2	15
-- logic make-up (layout without fill, tap and decap cells) --
| logic type | after synthesis | in the layout |
|---|---|---|
| flops | 50 | 50 |
| compound gates | 341 | 341 |
| mux | 2 | 2 |
| xor+xnor | 189 | 189 |
| fa+ha+maj | 233 | 233 |
| other cells | 2 | 18 |
| buf+inv | 138 | 357 |
| simple gates | 464 | 464 |
-- metrics by stage --
step                      cells  cell area [µm²]  util [%]  total power (µW)  hold WS (ps)
after floorplan            1432            10800         -              1040           416
after global placement     1978            13700      52.4              1390           463
after detailed placement   1978            13700      52.4              1400           470
after CTS                  1986            13900      53.0              1780           492
after global routing       1988            13900      53.0              1920           531
final                      1989            13900      53.0              1770           491
-- final timing paths --
kind,slack (ps),start,end
worst max-delay path,1660,enemy1_projectiles_x[38],destroy1[4]
worst min-delay path,490,gameover,gameover
worst max register to register,1800,player_x[3],destroy2[0]
worst min register to register,490,gameover,gameover
Power figures rest on the tool's default switching activity, not on a simulated workload.
