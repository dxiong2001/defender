===== config.mk =====
export PLATFORM = sky130hd
export DESIGN_NAME = invader2
export DESIGN_NICKNAME = invader2
export VERILOG_FILES = /design/flow/design.v
export SDC_FILE = /design/flow/constraint.sdc
export NUM_CORES = 4
export LEC_CHECK = 1
export CORE_UTILIZATION = 40

===== constraint.sdc =====
current_design invader2

set clk_period 6.7
set clk_io_pct 0.2

create_clock -name clk0 -period $clk_period [get_ports {clk_4}]

set non_clock_inputs [all_inputs -no_clocks]
set_input_delay [expr $clk_period * $clk_io_pct] -clock clk0 $non_clock_inputs
set_output_delay [expr $clk_period * $clk_io_pct] -clock clk0 [all_outputs]

===== design.v =====
`timescale 1ns / 1ps
module invader2(
 input wire dclk,
	input wire clr,
	input wire clk_1,
	input wire clk_2,
	input wire clk_3,
	input wire clk_4,
	input wire play,
	input wire [4:0] destroy,
	input wire [9:0] projectiles_x,
	input wire [9:0] projectiles_y,
	output reg [45:0]enemy_projectiles_x,
	output reg [44:0]enemy_projectiles_y,
	output reg [9:0] enemy_x,
	output reg [9:0] enemy_y,
	output reg[4:0] collide,
	output reg collision,
	output reg [13:0] score
    );
integer i;
reg [4:0] shoot;
reg clock = 0;
reg [8:0] clock2 = 0;
reg [24:0] clock3 = 0;
reg buffer = 0;
reg [4:0] offset;
reg [5:0]count = 10;
reg direction = 0;
reg odd;
reg [3:0] rep;
reg np = 1;
always @(posedge clk_4) 
begin
	if(play==0 || np) begin
		if(play==0)
			np <= 0;
		score <= 0;
		shoot<=0;
		odd <=0;
		clock <= 0;
		rep <= 0;
		clock3 <= 0;
		direction <= 0;
		enemy_projectiles_x<=0;
		enemy_projectiles_y<=0;
		collide <= 0;
		collision <= 0;
		enemy_x <= 220;
		enemy_y <= 10;
	end
	if(clock==1) begin
		if(enemy_x < 390 && enemy_x > 95) begin
			if(direction) begin
				enemy_x<= enemy_x + 1;
			end else begin
				enemy_x <= enemy_x - 1;
			end
		end
		else begin
			enemy_y <= enemy_y + 10;
			if(direction) begin
				enemy_x<= enemy_x - 1;
			end else begin
				enemy_x <= enemy_x + 1;
			end
			direction <=  ~direction;
		end
	end
	if(clock3 <= 25'b1111111111111111111111111)
		buffer <= 1;
	if(collision == 1) begin
		collision <= ~collision;
		score <= score + 10;
	end
	if(rep==5) begin
		collide <= 0;
		collision <= 0;
		enemy_x <= 220;
		enemy_y <= 10;
		direction<=0;
		rep <= 0;
	end
	if(((projectiles_y - enemy_y < 20) && (projectiles_y > enemy_y)) && ((projectiles_x-5 < (enemy_x+10))
		&&(projectiles_x+5 > enemy_x-10)) && ((projectiles_x+5 > enemy_x-10)&&(projectiles_x-5 < enemy_x+10)) 
		)begin
			if(collide[0] ==0) begin
				collide[0] <= 1;
				collision <= 1;
				rep<= rep + 1;
			end
		end
	if(((projectiles_y - enemy_y < 20) && (projectiles_y > enemy_y)) && ((projectiles_x-5 < (enemy_x+10 + 40))
		&&(projectiles_x+5 > enemy_x-10 + 40)) && ((projectiles_x+5 > enemy_x-10  + 40)&&(projectiles_x-5 < enemy_x+10 + 40)) 
		)begin
			if(collide[1] ==0) begin
				collide[1] <= 1;
				collision <= 1;
				rep<= rep + 1;
			end
		end
	if(((projectiles_y - enemy_y < 20) && (projectiles_y > enemy_y)) && ((projectiles_x-5 < (enemy_x+10+ 80))
		&&(projectiles_x+5 > enemy_x-10+ 80)) && ((projectiles_x+5 > enemy_x-10+ 80)&&(projectiles_x-5 < enemy_x+10+ 80)) 
		)begin
			if(collide[2] ==0) begin
				collide[2] <= 1;
				collision <= 1;
				rep<= rep + 1;
			end
		end
	if(((projectiles_y - enemy_y < 20) && (projectiles_y > enemy_y)) && ((projectiles_x-5 < (enemy_x+10+ 120))
		&&(projectiles_x+5 > enemy_x-10+ 120)) && ((projectiles_x+5 > enemy_x-10+ 120)&&(projectiles_x-5 < enemy_x+10+ 120)) 
		)begin
			if(collide[3] ==0) begin
				collide[3] <= 1;
				collision <= 1;
				rep<= rep + 1;
			end
		end
	if(((projectiles_y - enemy_y < 20) && (projectiles_y > enemy_y)) && ((projectiles_x-5 < (enemy_x+10+ 160))
		&&(projectiles_x+5 > enemy_x-10+ 160)) && ((projectiles_x+5 > enemy_x-10+ 160)&&(projectiles_x-5 < enemy_x+10+ 160)) 
		)begin
			if(collide[4] ==0) begin
				collide[4] <= 1;
				collision <= 1;
				rep<= rep + 1;
			end
		end
	if(clock2==9'b111111111) begin
		if(enemy_projectiles_y[8:0]<=0 && collide[0]==0 && odd==0) begin
					shoot[0]<=1;
		end
		if(enemy_projectiles_y[17:9]<=0 && collide[1]==0&& odd==1) begin
					shoot[1]<=1;
		end
		if(enemy_projectiles_y[26:18]<=0 && collide[2]==0&& odd==0) begin
					shoot[2]<=1;
		end
		if(enemy_projectiles_y[35:27]<=0 && collide[3]==0&& odd==1) begin
					shoot[3]<=1;
		end
		if(enemy_projectiles_y[44:36]<=0 && collide[4]==0&& odd==0) begin
					shoot[4]<=1;
		end
		odd <= ~odd;
	end
	if(play) begin
		if(shoot[0]==1) begin
		shoot[0]<=0;
		enemy_projectiles_y[8:0] <= enemy_y;
		enemy_projectiles_x[8:0] <= enemy_x;
	end
	if(shoot[1]==1) begin
		shoot[1]<=0;
		enemy_projectiles_y[17:9] <= enemy_y;
		enemy_projectiles_x[17:9] <= enemy_x + 40;
	end
	if(shoot[2]==1) begin
		shoot[2]<=0;
		enemy_projectiles_y[26:18] <= enemy_y;
		enemy_projectiles_x[26:18] <= enemy_x + 80;
	end
	if(shoot[3]==1) begin
		shoot[3]<=0;
		enemy_projectiles_y[35:27] <= enemy_y;
		enemy_projectiles_x[35:27] <= enemy_x + 120;
	end
	if(shoot[4]==1) begin
		shoot[4]<=0;
		enemy_projectiles_y[44:36] <= enemy_y;
		enemy_projectiles_x[45:36] <= enemy_x + 160;
	end
	if(enemy_projectiles_y[8:0] > 0) begin
		if(enemy_projectiles_y[8:0] <= 480 && destroy[0]==0)
			enemy_projectiles_y[8:0]<= enemy_projectiles_y[8:0] + 2;
		else 
			enemy_projectiles_y[8:0] <= 0;
	end
	if(enemy_projectiles_y[17:9] > 0) begin
		if(enemy_projectiles_y[17:9] <= 480 && destroy[1]==0)
			enemy_projectiles_y[17:9]<= enemy_projectiles_y[17:9] + 2;
		else 
			enemy_projectiles_y[17:9] <= 0;
	end
	if(enemy_projectiles_y[26:18] > 0) begin
		if(enemy_projectiles_y[26:18] <= 480 && destroy[2]==0)
			enemy_projectiles_y[26:18]<= enemy_projectiles_y[26:18] + 2;
		else 
			enemy_projectiles_y[26:18] <= 0;
	end
	if(enemy_projectiles_y[35:27] > 0) begin
		if(enemy_projectiles_y[35:27] <= 480 && destroy[3]==0)
			enemy_projectiles_y[35:27]<= enemy_projectiles_y[35:27] + 2;
		else 
			enemy_projectiles_y[35:27] <= 0;
	end
	if(enemy_projectiles_y[44:36] > 0) begin
		if(enemy_projectiles_y[44:36] <= 480 && destroy[4]==0)
			enemy_projectiles_y[44:36]<= enemy_projectiles_y[44:36] + 2;
		else 
			enemy_projectiles_y[44:36] <= 0;
	end
	end
	count <= count + 1;
	clock <= clock + 1;
	clock2 <= clock2 + 1;
end
endmodule

===== run.sh =====
#!/bin/bash
# OpenROAD 26Q1-2900-gdf79404cd8, Yosys 0.63+post, stock flow scripts
make -C /OpenROAD-flow-scripts/flow DESIGN_CONFIG=/design/flow/config.mk WORK_HOME=/design/flow/orfs finish

==> impl_metrics.toml <==
# implementation run metrics
[route]
drt-pass1-iter-count = 5
vias_per_cell = 5.49
ant_nets = 0
dr_total_vias = 10700
remaining_drc_errors = 0
antenna_cells = 0
drtIter0Drc = 789
wirelength_um = 34200
wl_per_cell_um = 17.5

[clock_tree]
clk_pin_slew_worst_paths_ns = 0.07
ctsResizeCount = 0
htreeDepth = 4
root_buffer = "clkbuf_16"
tritoncts = "done"
clockBufferDepth = 2
cts_setup_buffers = 0
cts_made_buffers = 17
clock_sink_count = 152
clk_latency_ns = 0.43
postCtsHoldBufs = 0

[worst_setup_path]
worstPathMaxFanout = 13
reg2reg_slack_ns = 1.33
startpoint_type = "flop"
cp-end-kind = "flop"
worstPathArrival_ns = 5.72
criticalPathCategory = "flop to flop"
required_ns = 7.05

[power]
ir_drop_v = 0.000179
p_int_mw = 2.10
swShare_pct = 40.8
clockPowerShare_pct = 27.5
seq_power_share_pct = 27.9
power_frac_comb_pct = 44.6
power.density_mw_per_mm2 = 250
leakage_nw = 5.51
netSwitchingPower_mw = 1.45
finalPower_mw = 3.55

[global_routing]
grt_pass1_wl_um = 55400
grt_max_degree = 57
grt_pass1_vias = 9922
grt_usage_pct = 23.7
grt_antenna_before_repair = 0
grt_remaining_overflow = 0

[floorplan]
die_h_um = 173
chipArea_mm2 = 0.0298
die_x_um = 173
io_pins = 163
core_mm2 = 0.0287
fp_util_pct = 40.6
rows = 62

[sta]
tns_ns = 0
rsz0062_at_grt = "false"
setup_viol = 0
skew_ns = 0.0143
worstMarginPinSlew_ns = 0.953
hold_slack_ns = 0.420
max_slew_margin_pct = 36.0
finalMaxSlewViolations = 0
hold_violations = 0
fin_crit_ns = 5.37
max_freq_mhz = 186
post-route-period-util_pct = 80.1

[finish]
area_delta_synth_final_pct = 21.6
mostFrequentLayoutCells = "nor2_1 (163), ha_1 (159), clkdlybuf4s50_1 (156)"
layout_top_cell = "nor2_1"
stdcell_area_mm2 = 0.0142
drive_gt1_share_pct = 5.54

[synth]
async_flop_share_pct = 0
edf_count = 20
ys_cells = 1428
synth_warnings = 1
synth_area_mm2 = 0.0117
yosys.stat.seqShare_pct = 27.8
yosys_area_mm2 = 0.0117
synth-seq-cells = 152
synth-main-ff-cell = "dfxtp_1"
synth_cell_types = 81
synthCells = 1428
syn_avg_cell_area_um2 = 8.16

[hold_path]
min_path_type = "flop to flop"

[placement]
dp_hpwl_um = 24800
port-buffer-count = 156
placed_area_mm2 = 0.0136
gp_congestion = 0.936

[job]
drv_cap = 0
warning_count = 66

[status]
status = "finished, final reports clean"
[cell type report]
type / instances / area, µm²
Fill cell: 2670 / 14500
Inverter: 59 / 221
Clock inverter: 15 / 171
Sequential cell: 152 / 3240
Tap cell: 384 / 480
Multi-Input combinational cell: 1152 / 7920
Clock buffer: 17 / 425
Timing Repair Buffer: 176 / 1710
[kinds of logic after synthesis]
kind of cell | after synthesis | synth area share, %
AOI/OAI and AO/OA | 318 | 17.8
xor gates and xnor gates | 125 | 9.59
adders and majority gates | 159 | 17.1
buffers and inverters | 128 | 4.42
DFF | 152 | 27.8
muxes | 14 | 1.22
other | 2 | 0.0644
and+or+nand+nor | 530 | 22.0
[power by group through the flow]
stage / logic [mW] / registers (mW) / clock network, mW
global route: 1.81 / 0.992 / 1.03
CTS: 1.58 / 0.988 / 0.991
finish: 1.58 / 0.989 / 0.976
[synthesized netlist by cell type, drive strengths merged, types with 3 or more instances]
library cell,number,area share [%]
a2111o,3,0.29
a2111oi,8,0.60
a211o,5,0.38
a211oi,8,0.52
a21boi,6,0.42
a21o,6,0.39
a21oi,91,3.9
a22oi,46,3.0
a31o,4,0.30
a31oi,9,0.48
a32oi,4,0.30
and2,16,0.86
and3,15,0.81
and4,9,0.68
buf,16,0.81
clkbuf,53,1.7
dfxtp,132,23
edfxtp,20,5.2
ha,159,17
inv,57,1.8
mux2i,12,1.0
nand2,134,4.3
nand2b,9,0.48
nand3,53,2.4
nand3b,8,0.52
nand4,34,1.8
nand4b,5,0.38
nor2,164,5.3
nor2b,13,0.72
nor3,28,1.2
nor4,14,0.75
o2111ai,4,0.30
o211ai,9,0.70
o21a,5,0.39
o21ai,55,2.4
o221ai,3,0.23
o22a,4,0.30
o22ai,31,1.7
o311ai,3,0.23
or2,9,0.48
or3,11,0.65
xnor2,79,6.1
xor2,46,3.5
[critical path, cell delays in order (launching register included)]
cell and delay, ns:
dfxtp_1 0.74, inv_1 0.37, ha_1 0.37, o211ai_4 0.10, nand2_1 0.12, xnor2_2 0.53, ha_1 0.34, a21oi_1 0.14
or3_1 0.41, xnor2_1 0.14, ha_1 0.35, a2111o_1 0.19, a21oi_1 0.06, a211o_1 0.23, a2111o_1 0.41, a211o_1 0.34
nand3_2 0.12, o21a_4 0.18, mux2i_1 0.17
[sequential cells by signal, summed over array words and instances (netlist names), 4 cells and up]
signal and cells:
clock2 9, collide 5, enemy_projectiles_x 46, enemy_projectiles_y 45, enemy_x 10, enemy_y 10, rep 4, score 13
shoot 5
[stage by stage]
| step | util (%) | instances | setup WS, ns |
|---|---|---|---|
| 3_3_place_gp | 47.3 | 1923 | 1.35 |
| 5_1_grt | 49.4 | 1955 | 1.06 |
| 2_1_floorplan | - | 1432 | 2.32 |
| 4_1_cts | 49.4 | 1955 | 1.44 |
| 6_report | 49.4 | 1955 | 1.33 |
| 3_5_place_dp | 47.3 | 1923 | 1.28 |
[worst paths after layout]
check	startpoint	end	cells after the start
max	enemy_x[4]$_SDFFE_PN1P_	rep[1]$_DFF_P_	18
min	clock2[0]$_DFF_P_	clock2[0]$_DFF_P_	1
max reg2reg	enemy_x[4]$_SDFFE_PN1P_	rep[1]$_DFF_P_	18
min reg2reg	clock2[0]$_DFF_P_	clock2[0]$_DFF_P_	1
[routing by layer]
metal  share of wire [%]  vias up  GRT usage, %
met5                   0        -             0
met4                 1.7        0          3.24
met3                 6.2       33          4.89
met2                  43      275          35.4
met1                  49     5024          36.7
li1                    -     5405             -
